==> flow/config.mk <==
export PLATFORM = sky130hd
export DESIGN_NAME = mux
export DESIGN_NICKNAME = mux
export VERILOG_FILES = /design/flow/design.v
export SDC_FILE = /design/flow/constraint.sdc
export NUM_CORES = 4
export LEC_CHECK = 1
export CORE_AREA = 10 10 71 71
export DIE_AREA = 0 0 81 81
==> flow/constraint.sdc <==
current_design mux

set clk_period 1.0
set clk_io_pct 0.2

create_clock -name clk0 -period $clk_period

set non_clock_inputs [all_inputs -no_clocks]
set_input_delay [expr $clk_period * $clk_io_pct] -clock clk0 $non_clock_inputs
set_output_delay [expr $clk_period * $clk_io_pct] -clock clk0 [all_outputs]
==> flow/design.v <==
module mux(in1, in2, out, op);
input [31:0] in1;
input [31:0] in2;
input op;
output [31:0] out;
assign out = (op == 0) ? in1 : in2;
endmodule
==> flow/run.sh <==
#!/bin/bash
# OpenROAD 26Q1-2900-gdf79404cd8, Yosys 0.63+post, stock flow scripts
make -C /OpenROAD-flow-scripts/flow DESIGN_CONFIG=/design/flow/config.mk WORK_HOME=/design/flow/orfs finish
==> summary.txt <==
Synthesis and place-and-route results.

- The run finished, with violations left.
- The checks that failed: setup timing.
- The post-synthesis cell count from yosys is 36.
- For this run, the detailed router reports a per-instance via density of ~3.8.
- The max-cap violation count is 0.
- On the critical path the data arrives at 890 ps.
- The worst-path cell with the longest stage delay is mux2_4.
- The layout overhead on the synthesized area is 192.6%.
- The final layout contains routed wiring with a total length of 2948 um.
- The worst path buffer plus inverter count is 3.
- After technology mapping, the gate count stands at 36.
- The worst-case IR drop observed on VDD is 0.1696 mV.
- The worst setup path is launched from a primary input.
- The via count of the first global-routing pass is 787.
- The sequential share of the synthesized area is 0%.
- The maximum number of pins on one net before global-route repair is 9.
- The initial antenna violation count is 0.
- The first-pass GRT wire length is around 4200 um.
- The worst-case setup margin in the final layout is -90.77 ps.
- In this design, the largest share of critical-path delay is due to buffers and inverters.
- The highest attainable clock frequency is 916.8 MHz.
- The area enclosed by the die boundary is 0.006561 mm^2.
- Sorting the synthesized cells by how often they occur yields mux2_4 (30), buf_12 (3), mux2_2 (2).
- In the final report, the number of endpoints failing setup comes to 31.
- The worst setup path is captured at a primary output.
- The total overflow reported by the global router is 0.
- The delay contributed by the slowest stage of the critical path is 300 ps.
- The final cycle utilization of the critical path is 109.1%.
- The cell row count is 22.
- The detailed-route DRC error count is 0.
- Setup slack on the worst path after placement came out at -519.4 ps.
- Pins over their slew limit in the final report were tallied at 0.
- The worst hold path terminates at out[29].
- The script logs the mean routed wire length per placed instance as 16.02 um.
- The sum of net half-perimeters after detailed placement is 2534 um.
- The final weighted congestion of routability-driven global placement is 0.8093.
- The netlist uses 4 different library cells.
- Max fanout on the critical path was recorded as 8.
- The start point of the worst hold path is in2[29].
- The final timing report lists a hold violation count of 0.
- The yosys warning tally is 0.
- The die width is 81 um.
- Per the OpenROAD floorplan log, the height of the die is between 80 and 90 um.
- The cell count after placement is 180.
- Global routing used about 8.1% of the available tracks across all layers.
- The worst hold path cell count is 3.
- The final layout report lists a filler cell count of 369.
- The share of cells above drive strength 1 is 52.94%.
- Registers take 0 um^2.
- Summing over every cut layer, the via total after detailed routing is 706.
- Nets still carrying antenna violations after routing amount to 0.
- The worst endpoint required time is 800 ps.
- The buffer_ports step reported a buffer count of 97.
- The area inside the core boundary is 0.003633 mm^2.
- Setup repair after global routing could not meet its margin everywhere.
- Detailed-route iteration 0 reported a violation count of 7.
- Yosys instantiated no cell more often than mux2_4.
- Overall power consumption after layout is estimated at 632.0 uW.
- The proportion of netlist area held by the largest area contributor is 82.76%.
- The standard cell area after detailed placement is around 0.0015 mm^2.
- The first-pass iteration count of the detailed router is 2.
- The type of the setup path with the least slack is primary input to primary output.
- The post-synthesis average cell area is 15.12 um^2.
- For the completed layout, the total cell area is recorded as between 0.0015 and 0.002 mm^2.
- The cell area that synthesis handed to floorplanning was approximately 540 um^2.
- The clock buffer count is 0.
- In this run the critical path is formed by buf_16, buf_16, mux2_4, buf_6.
- The total power per unit cell area is 396.8 mW/mm^2.
- The biggest area consumer among synthesized cells is mux2_4.
- The standby leakage power is 0.8596 nW.
- The sequential cell count of the final layout is 0.
- The library cell appearing most often on the critical path is buf_16.
- Warnings raised by the tools during the run amount to 34.
- The kind of path behind the tightest hold check is primary input to primary output.
- The starting density of the core is 14.98%.
- The floorplan report gives the top-level pin count as 97.
- The synthesized netlist has a Yosys-reported chip area of 544.3 um^2.
- The antenna cell count is 0.
- The worst max-slew margin expressed relative to the limit is slightly above 90%.
- The pin closest to its max-slew limit shows a slew of 110.5 ps.
- The final non-filler cell total is about 180.
- By area the synthesized netlist is led by mux2_4 (83%), buf_12 (11%), mux2_2 (4.1%).
- Counting I/O delays and the setup requirement, the final critical path takes between 1000 and 1500 ps.
-- layout make-up --
type	count	area, um^2	share of cell area, %
timing repair buffer	104	1052	66.06
multi-input combinational	32	480.5	30.16
tap	48	60.06	3.771
-- what timing repair did --
item	CTS	global route
gates resized	185	11
cloned	4	0
buffers inserted	0	0
hold buffers	0	0
endpoints found under the setup margin	32	32
-- metrics by stage --
stage	utilization [%]	TNS, ps	hold slack (ps)
final	43.84	-2608	769.9
after global routing	43.84	-3156	792.2
after floorplan	-	0	497.7
after CTS	42.08	-2744	775.5
after global placement	42.56	-15910	1188
after detailed placement	42.56	-15940	1201
-- where the power goes --
group | internal (mW) | switching (mW) | leakage [nW] | total [mW]
Combinational | 0.490 | 0.142 | 0.860 | 0.632
Sequential | 0 | 0 | 0 | 0
Clock | 0 | 0 | 0 | 0
Total | 0.490 | 0.142 | 0.860 | 0.632
-- metal layers --
| metal | global-route usage (%) | share of wire [%] | vias up |
|---|---|---|---|
| met5 | 0 | 0 | - |
| met2 | 14.41 | 51 | 50 |
| met3 | 3.229 | 12 | 0 |
| li1 | - | - | 341 |
| met1 | 9.483 | 38 | 315 |
| met4 | 0 | 0 | 0 |
-- logic make-up (layout without fill, tap and decap cells) --
group    count (synthesis)  after routing  synth area share, %
buf+inv                  4            104                13.10
mux                     32             32                86.90
-- worst max-delay path by stage --
stage | from | end | cells after the start
finish | op | out[25] | 4
CTS | op | out[25] | 4
global route | op | out[10] | 4
-- placed cells by master (no fill, tap or decap) --
| cell type | Yosys | layout |
|---|---|---|
| dlygate4sd2_1 | 0 | 62 |
| buf_2 | 0 | 9 |
| buf_6 | 1 | 23 |
| mux2_4 | 30 | 32 |
| buf_4 | 0 | 1 |
| buf_16 | 0 | 5 |
| clkdlybuf4s15_1 | 0 | 2 |
| buf_12 | 3 | 2 |
-- tightest hold or removal path, stage by stage --
cell,delay (ps)
clkdlybuf4s15_1,160
mux2_4,140
buf_6,80
Power is estimated from default activity; no workload was simulated.
